**flow/run.sh**
```bash
#!/bin/bash
# OpenROAD 26Q1-2900-gdf79404cd8, Yosys 0.63+post, stock flow scripts
make -C /OpenROAD-flow-scripts/flow DESIGN_CONFIG=/design/flow/config.mk WORK_HOME=/design/flow/orfs finish
```
**flow/config.mk**
```make
export PLATFORM = sky130hd
export DESIGN_NAME = adder
export DESIGN_NICKNAME = adder
export VERILOG_FILES = /design/flow/design.v
export SDC_FILE = /design/flow/constraint.sdc
export NUM_CORES = 4
export LEC_CHECK = 1
export CORE_AREA = 10 10 94 94
export DIE_AREA = 0 0 104 104
```
**flow/constraint.sdc**
```tcl
current_design adder

set clk_period 18.1
set clk_io_pct 0.2

create_clock -name clk0 -period $clk_period

set non_clock_inputs [all_inputs -no_clocks]
set_input_delay [expr $clk_period * $clk_io_pct] -clock clk0 $non_clock_inputs
set_output_delay [expr $clk_period * $clk_io_pct] -clock clk0 [all_outputs]
```
**flow/design.v**
```verilog
module adder (
    output [31:0] out,
    input  [31:0] a,
    input  [31:0] b
);
    assign {out} = a + b;
endmodule
```
==> flow_metrics.env <==
# yosys + openroad results
export IMPL_clock_buffers=0
export IMPL_ios=96
export IMPL_flops=0
export IMPL_hp_class="in2out"
export IMPL_syn2layout_area_growth_pct=59.5
export IMPL_ir_worst_vdd_mv=0.0160
export IMPL_initialDrtViolationCount=80
export IMPL_place_area_mm2=0.00278
export IMPL_tool_warnings=32
export IMPL_tightest_slew_ns=0.521
export IMPL_yosysCellCount=241
export IMPL_fp_dieH_um=104
export IMPL_grt_pass1_wl_um=9670
export IMPL_report_power_total_uw=107
export IMPL_crit_path_max_fanout=4
export IMPL_aoi_share_pct=39.3
export IMPL_cp_slowest_cell="clkdlybuf4s50_1"
export IMPL_dp_cells=422
export IMPL_simple_gate_share_pct=18.3
export IMPL_syn_inst=241
export IMPL_final_instance_count_excl_fill=422
export IMPL_antenna_cells=0
export IMPL_postCtsHoldBufs=0
export IMPL_hold_slack_ns=8.28
export IMPL_grt_use_total_pct=10.2
export IMPL_pre_cts_ws_ns=7.89
export IMPL_fp_dieW_um=104
export IMPL_coreArea_mm2=0.00683
export IMPL_drv_slew=0
export IMPL_wire_per_inst_um=13.8
export IMPL_design_area_mm2=0.00278
export IMPL_grt_pass1_vias=2035
export IMPL_post_cts_resized=0
export IMPL_drt_wl_total_um=5810
export IMPL_ys_sh_xor_pct=14.1
export IMPL_outcome="completed"
export IMPL_crit_end="out[26]"
export IMPL_mux_share_pct=1.15
export IMPL_path_cells="clkdlybuf4s50_1 > ha_1 > fa_1 > a21o_1 > a31o_2 > nand3_1 > o221ai_1 > a311oi_1 > o21bai_1 > xor2_1 > clkdlybuf4s50_1"
export IMPL_setup_slack_ns=7.90
export IMPL_startpoint="a[0]"
export IMPL_period_minus_slack_ns=10.20
export IMPL_row_count=30
export IMPL_ys_sh_adder_pct=23.4
export IMPL_synth_seq_area_share_pct=0
export IMPL_gp_congestion=0.819
export IMPL_syn_area_per_cell_um2=7.24
export IMPL_cts_setup_buffers=0
export IMPL_grt_max_degree=11
export IMPL_yosysWarnings=0
export IMPL_start_kind="input pin"
export IMPL_arrival_ns=6.58
export IMPL_drive_gt1_share_pct=3.07
export IMPL_ys_top_logic_family="AND-OR/OR-AND gates"
export IMPL_crit_path_end_kind="primary output"
export IMPL_slowest_delay_ns=0.49
export IMPL_rsz0062_at_grt="false"
export IMPL_fmax_mhz=98.1
export IMPL_period_used_pct=56.3
export IMPL_drt_pass1_iter_count=6
export IMPL_cap_violations=0
export IMPL_setup_violations=0
export IMPL_fin_tns_setup_ns=0
export IMPL_via_count=2077
export IMPL_vias_per_cell=4.92
export IMPL_gr_total_overflow=0
export IMPL_syn_cell_area_mm2=0.00174
export IMPL_grt_antenna_before_repair=0
export IMPL_synth_cell_type_count=50
export IMPL_powerDensity_mw_per_mm2=38.3
export IMPL_holdPathStages=3
export IMPL_drt_antenna_violating_nets=0
export IMPL_initCoreUtil_pct=25.5
export IMPL_maxSlewHeadroom_pct=64.4
export IMPL_seq_area_um2=0
export IMPL_ys_chip_area_mm2=0.00174
export IMPL_chipArea_mm2=0.0108
export IMPL_final_core_util_pct=40.7
export IMPL_dp_hpwl_um=5170
export IMPL_io_buffers=96
export IMPL_drc=0
export IMPL_hold_viol=0
export IMPL_critPathKind="in2out"
export IMPL_cp_required_ns=14.48
export IMPL_cpMostUsedCell="clkdlybuf4s50_1"
export IMPL_p_leak_nw=1.18
==> worst max-delay path: cells and delay by family <==
| family | cells | cell delay, ns |
|---|---|---|
| adder cells (fa/ha/maj) | 2 | 0.64 |
| AND/OR/NAND/NOR | 1 | 0.09 |
| AND-OR/OR-AND | 5 | 1.19 |
| XOR/XNOR | 1 | 0.13 |
| buffers and inverters | 2 | 0.89 |
==> metal layers <==
layer | wire length, um | track usage (%) | vias to the layer above
li1 | - | - | 1092
met1 | 2850 | 14.3 | 918
met2 | 2580 | 16.7 | 67
met3 | 382 | 2.07 | 0
met4 | 0 | 0 | 0
met5 | 0 | 0 | -
==> cell type report <==
cell class,count,area [um^2]
inverters,6,22.5
multi-input cells,224,1680
fillers,708,4050
repair buffers,96,961
well taps,96,120
==> where the power goes <==
| group | internal [mW] | switching (mW) | total [mW] |
|---|---|---|---|
| Clock | 0 | 0 | 0 |
| Sequential | 0 | 0 | 0 |
| Combinational | 0.0643 | 0.0423 | 0.107 |
==> cell usage after synthesis, drive strengths merged (3+ instances only) <==
library cell / n / share of area [%]
xor2: 15 / 7.5
o21ai: 15 / 4.5
o211ai: 3 / 1.3
a21oi: 29 / 8.3
clkbuf: 8 / 1.7
a211oi: 3 / 1.3
nor3: 4 / 1.1
ha: 31 / 22
or2: 3 / 1.1
a31oi: 3 / 1.1
a311oi: 3 / 2.5
buf: 3 / 0.79
a21o: 19 / 8.2
xnor2: 13 / 6.5
nor2: 12 / 2.6
nand4: 8 / 2.9
inv: 6 / 1.3
nand3: 10 / 2.9
nand2: 18 / 3.9
o21bai: 5 / 2.8
==> worst min-delay path by stage <==
stage,startpoint,to
final,b[0],out[0]
after global routing,b[0],out[0]
after CTS,b[0],out[0]
==> kinds of logic after synthesis <==
logic type | Yosys count
adders and majority gates | 32
muxes | 2
buffers and inverters | 17
xor gates and xnor gates | 28
and+or+nand+nor | 65
AOI/OAI and AO/OA | 97
==> placed cells by master (no fill, tap or decap), types with 8 or more instances in the layout <==
cell	instances
a21oi_1	29
ha_1	31
nand3_1	10
o21ai_0	13
nand2_1	18
nor2_1	12
xor2_1	15
a21o_1	19
nand4_1	8
clkdlybuf4s50_1	96
xnor2_1	13
Power figures rest on the tool's default switching activity, not on a simulated workload.

--- design/flow/design.v ---
module rf #(
    parameter int SP_INITIAL = 24
) (
    output [31:0] reg1_data,
    output [31:0] reg2_data,
    input [4:0] read_reg1,
    input [4:0] read_reg2,
    input [4:0] write_reg,
    input [31:0] write_data,
    input write,
    input rst,
    input clk
);
    reg [31:0] data[1:31];
    assign reg1_data = read_reg1 == 0 ? 0 : data[read_reg1];
    assign reg2_data = read_reg2 == 0 ? 0 : data[read_reg2];
    integer i;
    always @(posedge clk or negedge rst)
        if (!rst) begin
            for (i = 1; i < 29; i = i + 1) data[i] <= 0;
            data[29] <= SP_INITIAL;
            data[30] <= 0;
            data[31] <= 0;
        end else if (write) data[write_reg] <= write_data;
endmodule
--- design/flow/config.mk ---
export PLATFORM = sky130hd
export DESIGN_NAME = rf
export DESIGN_NICKNAME = rf
export VERILOG_FILES = /design/flow/design.v
export SDC_FILE = /design/flow/constraint.sdc
export NUM_CORES = 4
export LEC_CHECK = 1
export CORE_UTILIZATION = 50
--- design/flow/run.sh ---
#!/bin/bash
# OpenROAD 26Q1-2900-gdf79404cd8, Yosys 0.63+post, stock flow scripts
make -C /OpenROAD-flow-scripts/flow DESIGN_CONFIG=/design/flow/config.mk WORK_HOME=/design/flow/orfs finish
--- design/flow/constraint.sdc ---
current_design rf

set clk_period 16.6
set clk_io_pct 0.2

create_clock -name clk0 -period $clk_period [get_ports {clk}]

set non_clock_inputs [all_inputs -no_clocks]
set_input_delay [expr $clk_period * $clk_io_pct] -clock clk0 $non_clock_inputs
set_output_delay [expr $clk_period * $clk_io_pct] -clock clk0 [all_outputs]
==> qor.json <==
{
  "cp_slowest_stage_delay": {"value": 0.66, "unit": "ns"},
  "worst_r2r_path_depth": {"value": 1},
  "final.period_utilization": {"value": 70.2, "unit": "%"},
  "dieHeight": {"value": 329, "unit": "µm"},
  "critPathTopFamily": {"value": "buffers and inverters"},
  "die_w": {"value": 329, "unit": "µm"},
  "cts-root-to-sink-buffers": {"value": 3},
  "post_route_cells_drive_above_1_share": {"value": 33.8, "unit": "%"},
  "ys_seq_share": {"value": 46.4, "unit": "%"},
  "post_synth_tally_of_flip_flops_with_integrated_enable": {"value": 0},
  "warnings": {"value": 32},
  "initCoreUtil": {"value": 50.6, "unit": "%"},
  "async_reset_ff_share": {"value": 100, "unit": "%"},
  "synthToLayoutAreaGrowth": {"value": 12.8, "unit": "%"},
  "synthesis.yosys.warnings": {"value": 2},
  "yosys-stat-cells": {"value": 4728},
  "routed_wire_length_per_instance": {"value": 50.1, "unit": "µm"},
  "dr.pass1.iters": {"value": 22},
  "synth_chip_area": {"value": 53500, "unit": "µm²"},
  "cts_root_buf": {"value": "clkbuf_16"},
  "cts_tree": {"value": "built"},
  "floorplan.io_pins": {"value": 114},
  "mappedNetlistArea": {"value": 53500, "unit": "µm²"},
  "std_cell_rows": {"value": 119},
  "commonest_non_fill_non_tap_cell_in_the_layout": {"value": "mux2_2"},
  "crit_path_max_fanout": {"value": 55},
  "capturing_element_type_of_the_critical_path": {"value": "primary output"},
  "globalRouteTotalUtil": {"value": 60.5, "unit": "%"},
  "worstMarginPinSlew": {"value": 1.33, "unit": "ns"},
  "setup_viol_count_final": {"value": 0},
  "largest_register": {"value": "data"},
  "crit-reg2reg-launch": {"value": "data[16][0]"},
  "vias_per_cell": {"value": 8.05},
  "largest_register_ffs": {"value": 992},
  "power_density": {"value": 119, "unit": "nW/µm²"},
  "setup.worst_path.start_class": {"value": "input port"},
  "finClkSkew": {"value": 0, "unit": "ns"},
  "placeableCoreArea": {"value": 106000, "unit": "µm²"},
  "finish.utilization": {"value": 57.1, "unit": "%"},
  "achievable_frequency": {"value": 85.8, "unit": "MHz"},
  "dr.first_iter.drc_count": {"value": 7232},
  "critical_path.cell_chain": {"value": "buf_6 -> buf_4 -> buf_4 -> nand3_2 -> nor2_2 -> buf_4 -> a22oi_1 -> o2111a_1 -> a31oi_1 -> clkdlybuf4s50_1"},
  "maximum_ir_drop_on_the_vdd_rail": {"value": 0.107, "unit": "mV"},
  "place.gp.congestion": {"value": 1.13},
  "clkSlewWorstSetupHoldPaths": {"value": 0.06, "unit": "ns"},
  "antenna_left": {"value": 0},
  "timing.critical_path.buf_inv": {"value": 5},
  "cts-buffers-inserted": {"value": 107},
  "min_path_cells": {"value": 1},
  "post_cts_resize_count": {"value": 0},
  "first_pass_grt_wire_length": {"value": 418000, "unit": "µm"},
  "run_status": {"value": "finished, final reports clean"},
  "reg_top3": {"value": "data (992)"},
  "htree_levels": {"value": 3},
  "min_path_type": {"value": "reg -> reg"},
  "fp.dieArea": {"value": 108000, "unit": "µm²"},
  "maxSlewHeadroom": {"value": 11.0, "unit": "%"},
  "vias": {"value": 50492},
  "antenna_found_initial": {"value": 44},
  "setup_total_negative_slack": {"value": 0, "unit": "ns"},
  "drc": {"value": 0},
  "dpl.hpwl": {"value": 196000, "unit": "µm"},
  "critical_path.slowest_cell": {"value": "buf_4"},
  "synthFlopType": {"value": "dfrtp_1"},
  "drv_slew": {"value": 0},
  "cp.required": {"value": 13.28, "unit": "ns"},
  "clk-insertion-delay-late": {"value": 0.73, "unit": "ns"},
  "hold_viol_final": {"value": 0},
  "netlist-cell-type-count": {"value": 94},
  "max_cap_viol_count": {"value": 0},
  "most-common-layout-cells": {"value": "mux2_2 (1,004), dfrtp_1 (990), nand3_1 (511)"},
  "synth_cells": {"value": 4728},
  "unrepaired_setup_endpoints_after_global_routing": {"value": "no"},
  "synth.ff_latch_count": {"value": 992},
  "power.leakage": {"value": 0.0259, "unit": "µW"},
  "timing.setup.critical_path_class": {"value": "in -> out"},
  "port_buffers": {"value": 113},
  "cp.arrival": {"value": 8.34, "unit": "ns"},
  "tritoncts_num_sinks": {"value": 992},
  "worstHoldStart": {"value": "data[11][16]"},
  "crit_cells": {"value": 10},
  "post_cts.repair.setup_buffers": {"value": 0},
  "path_common_cell": {"value": "buf_4"},
  "grt_max_degree": {"value": 117},
  "globalRoute.totalOverflow": {"value": 0},
  "reg2reg_setup_slack": {"value": 15.64, "unit": "ns"},
  "startpoint": {"value": "read_reg2[0]"},
  "layout_min_cycle_time": {"value": 11.66, "unit": "ns"},
  "cts_hold_repair.buffers": {"value": 0},
  "syn_avg_cell_area": {"value": 11.3, "unit": "µm²"},
  "finalWirelength": {"value": 314000, "unit": "µm"},
  "grt_pass1_vias": {"value": 47760}
}
[through the flow]
step | cells | total power [µW] | hold slack (ns) | instance area, µm² | worst slack [ns]
after global routing | 6225 | 7330 | 0.536 | 60200 | 5.17
after global placement | 6011 | 4580 | 0.493 | 56500 | 5.55
after CTS | 6210 | 7100 | 0.512 | 60200 | 5.46
after floorplan | 4728 | 3900 | 0.472 | 53500 | 8.53
final | 6270 | 7190 | 0.513 | 60300 | 4.94
after detailed placement | 6011 | 4590 | 0.500 | 56500 | 5.47
[where the power goes]
part | switching [µW] | total (µW) | internal [µW]
Clock | 1080 | 2540 | 1460
Sequential | 529 | 3420 | 2890
Combinational | 658 | 1240 | 579
Total | 2260 | 7190 | 4930
[final cells by class]
cell class / count / area, µm²
multi-input combinational: 3223 / 26600
timing repair buffer: 394 / 3270
tap: 1391 / 1740
clock inverter: 49 / 559
sequential: 992 / 24800
clock buffer: 150 / 3110
fill: 8887 / 45400
antenna: 60 / 150
inverter: 11 / 41.3
[path summary, 6_finish.rpt]
kind / to
max in group asynchronous: data[5][23]
hold reg to reg: data[11][16]
setup reg to reg: data[16][0]
min in group asynchronous: data[20][7]
setup / recovery: reg2_data[11]
hold / removal: data[11][16]
[routing by layer]
metal  global-route usage, %  routed length, µm
met1                    74.0             106000
met3                    44.4              59000
met2                    72.8             115000
met4                    42.6              32400
met5                    10.5               1260
[Yosys cell counts, types with 42 or more instances]
library cell	count	share of area, %
mux2_2	1004	21
nor4_1	54	0.63
nand2_1	86	0.60
a2111oi_0	42	0.69
dfrtp_1	990	46
a31oi_1	64	0.75
buf_1	52	0.36
a22o_1	114	1.9
nor3_1	58	0.54
and3_1	130	1.5
a21oi_1	95	0.89
nor2_1	69	0.48
mux2i_1	90	1.7
a22oi_1	242	3.4
nand4_1	148	1.7
nand3_1	512	4.8
buf_2	224	2.1
clkbuf_1	181	1.3
[cell families (layout without fill, tap and decap cells)]
kind of cell,Yosys count,in the layout,share of synthesized area (%)
AND-OR/OR-AND,807,807,11.5
other,0,60,0
multiplexers,1133,1133,23.7
buffers and inverters,513,604,4.54
AND/OR/NAND/NOR,1283,1283,13.8
flip-flops,992,992,46.4
No activity file was given, so power comes from the tool's default toggle rates.

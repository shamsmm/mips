--- /design/flow/design.v ---
module alu (
    output reg [31:0] out,
    output zero,
    input [31:0] a,
    input [31:0] b,
    input [1:0] control_bus,
    input [5:0] funct,
    input [4:0] shamt
);
    assign zero = out == 0;
    always @(control_bus, a, b, funct, shamt)
        case (control_bus)
            2'b00: out = a + b;
            2'b01: out = a - b;
            2'b10:
            case (funct)
                32: out = a + b;
                34: out = a - b;
                36: out = a & b;
                39: out = a | ~b;
                37: out = a | b;
                0: out = a << shamt;
                default: out = 0;
            endcase
            default: out = 0;
        endcase
endmodule
--- /design/flow/run.sh ---
#!/bin/bash
# OpenROAD 26Q1-2900-gdf79404cd8, Yosys 0.63+post, stock flow scripts
make -C /OpenROAD-flow-scripts/flow DESIGN_CONFIG=/design/flow/config.mk WORK_HOME=/design/flow/orfs finish
--- /design/flow/config.mk ---
export PLATFORM = sky130hd
export DESIGN_NAME = alu
export DESIGN_NICKNAME = alu
export VERILOG_FILES = /design/flow/design.v
export SDC_FILE = /design/flow/constraint.sdc
export NUM_CORES = 4
export LEC_CHECK = 1
export CORE_UTILIZATION = 40
--- /design/flow/constraint.sdc ---
current_design alu

set clk_period 19.7
set clk_io_pct 0.2

create_clock -name clk0 -period $clk_period

set non_clock_inputs [all_inputs -no_clocks]
set_input_delay [expr $clk_period * $clk_io_pct] -clock clk0 $non_clock_inputs
set_output_delay [expr $clk_period * $clk_io_pct] -clock clk0 [all_outputs]
==> impl_metrics.env <==
# flow metrics
export IMPL_top_layer_used="met4"
export IMPL_viasPerCell=6.63
export IMPL_area_delta_synth_final_pct=15.7
export IMPL_setup_tns_ns=0
export IMPL_power_density_nw_per_um2=30.1
export IMPL_rsz0062_at_grt="false"
export IMPL_cp_end_kind="primary output"
export IMPL_fillCellCount=1967
export IMPL_post_dp_cell_area_um2=9060
export IMPL_required_ns=15.76
export IMPL_layout_top_cell="nor2_1"
export IMPL_place_gp_congestion=1.03
export IMPL_n_clock_buffer=0
export IMPL_antenna_found_initial=0
export IMPL_grt_pass1_wl_mm=53.8
export IMPL_syn_area_per_cell_um2=6.89
export IMPL_whs_path_depth=4
export IMPL_leakage_nw=3.51
export IMPL_cts_resized=0
export IMPL_syn_cell_area_um2=7830
export IMPL_p_int_uw=113
export IMPL_wl_met3_mm=3.33
export IMPL_drv_cap=0
export IMPL_slew_headroom_pct=39.3
export IMPL_final_max_slew_viol_count=0
export IMPL_drt_wl_total_mm=35.5
export IMPL_pwr_share_seq_pct=0
export IMPL_vdd_ir_drop_worst_mv=0.0244
export IMPL_cp_arrival_ns=9.42
export IMPL_finalSetupViolCount=0
export IMPL_met1_length_mm=16.0
export IMPL_most_common_layout_cells="nor2_1, clkdlybuf4s50_1, a21oi_1, nand2_1, ha_1"
export IMPL_grt_usage_pct=35.9
export IMPL_num_rows=50
export IMPL_post_route_drc_count=0
export IMPL_die_h_um=142
export IMPL_first_pass_iters=5
export IMPL_dp_hpwl_mm=27.6
export IMPL_criticalPathCategory="input pin to primary output"
export IMPL_regArea_um2=0
export IMPL_start_kind="input pin"
export IMPL_status="finished, final reports clean"
export IMPL_ys_area_um2=7830
export IMPL_hp_start="b[0]"
export IMPL_drt_iter0_drc=959
export IMPL_grt_start_max_net_pins=51
export IMPL_top_cell_area_share_pct=10.2
export IMPL_wl_per_cell_um=24.6
export IMPL_path_max_fanout=13
export IMPL_grt_pass1_vias=8590
export IMPL_fmax_mhz=74.9
export IMPL_ys_seq_share_pct=0
export IMPL_yosys_warnings=1
export IMPL_initial_utilization_pct=41.3
export IMPL_topCellsByArea="ha_1, mux4_2, mux2i_1"
export IMPL_ios=110
export IMPL_holdPathEnd="out[0]"
export IMPL_synth_cell_types=81
export IMPL_port_buffers=110
export IMPL_switching_share_pct=58.6
export IMPL_clockPowerShare_pct=0
export IMPL_largest_area_cell="ha_1"
export IMPL_gr_total_overflow=0
export IMPL_wl_met2_mm=15.5
export IMPL_worst_slew_pin_slew_ns=0.898
export IMPL_hold_class="input pin to primary output"
export IMPL_cts_setup_buffers=0
export IMPL_n_antenna_cell=0
export IMPL_nFlopsAndLatches=0
export IMPL_drive_gt1_share_pct=8.01
export IMPL_finalCritPeriodShare_pct=67.8
export IMPL_power_switching_uw=160
export IMPL_hold_violations=0
export IMPL_drtAntennaViolNets=0
export IMPL_fin_crit_ns=13.36
export IMPL_warnings=64
export IMPL_vias=9582
export IMPL_design_area_um2=9060
export IMPL_combPwrFrac_pct=100.0
export IMPL_core_um2=19000
export IMPL_cts_hold_buffers=0
export IMPL_chip_area_um2=20100
export IMPL_syn_inst=1137
export IMPL_die_x_um=142
export IMPL_ys_cells=1137
-- per-layer routing --
metal,up-vias,global-route usage [%]
li1,4457,-
met1,4480,55.2
met2,592,53.9
met3,53,5.12
met4,0,6.34
met5,-,0
-- worst max-delay path: stages --
cell and delay, ns:
clkdlybuf4s50_1 0.60, ha_1 0.65, o2111ai_1 0.40, and2_0 0.41
o31ai_1 0.69, a31o_2 0.29, o221a_2 0.20, o221ai_1 0.11
or4_1 0.57, or4b_1 0.60, nor4_1 0.28, and4bb_1 0.23
clkdlybuf4s50_1 0.45
-- power by group through the flow --
stage	Clock (mW)	Sequential [mW]	Combinational, mW
after CTS	0	0	0.266
after global routing	0	0	0.293
final	0	0	0.273
-- metrics by stage --
stage	hold slack (ns)	utilization (%)	std cells	worst slack, ns	power, mW
2_1_floorplan	8.02	-	1137	8.51	0.165
3_3_place_gp	9.08	47.8	1446	6.38	0.268
3_5_place_dp	9.09	47.8	1446	6.44	0.265
4_1_cts	9.10	47.8	1446	6.42	0.266
5_1_grt	9.15	47.8	1446	6.05	0.293
6_report	9.11	47.8	1446	6.34	0.273
-- final cells by class --
type,instances,area (µm²),area share [%]
multi-input combinational,993,7270,80.2
timing repair buffer,130,1230,13.6
tap,260,325,3.59
inverter,63,236,2.61
-- how the worst max path moves through the flow --
stage	startpoint	endpoint	cells after the start
6_report	a[4]	zero	13
5_1_grt	a[0]	zero	16
4_1_cts	a[4]	zero	13
-- synth_stat cells, types with 16 or more instances --
| cell type | n |
|---|---|
| nor2_1 | 125 |
| a21oi_1 | 99 |
| nand2_1 | 88 |
| ha_1 | 64 |
| inv_1 | 60 |
| o21ai_0 | 55 |
| mux2i_1 | 51 |
| clkbuf_1 | 49 |
| nor3_1 | 41 |
| mux4_2 | 35 |
| xor2_1 | 33 |
| nand3_1 | 29 |
| a211oi_1 | 24 |
| a31oi_1 | 24 |
| buf_2 | 22 |
| nor2b_1 | 21 |
| o211ai_1 | 17 |
| a221oi_1 | 16 |
-- cell families after synthesis --
group | Yosys count | share of synthesized area (%)
multiplexers | 96 | 18.0
adder cells (fa/ha/maj) | 66 | 10.7
AND-OR/OR-AND | 396 | 35.0
AND/OR/NAND/NOR | 396 | 24.4
XOR/XNOR | 39 | 4.36
buffers and inverters | 144 | 7.49
Power and IR drop assume default switching activity.
